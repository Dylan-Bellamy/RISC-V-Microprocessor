--- flow/run.sh ---
#!/bin/bash
# OpenROAD 26Q1-2900-gdf79404cd8, Yosys 0.63+post, stock flow scripts
make -C /OpenROAD-flow-scripts/flow DESIGN_CONFIG=/design/flow/config.mk WORK_HOME=/design/flow/orfs finish
--- flow/config.mk ---
export PLATFORM = sky130hd
export DESIGN_NAME = register_file
export DESIGN_NICKNAME = register_file
export VERILOG_FILES = /design/flow/design.v
export SDC_FILE = /design/flow/constraint.sdc
export NUM_CORES = 4
export LEC_CHECK = 1
export CORE_UTILIZATION = 50
--- flow/constraint.sdc ---
current_design register_file

set clk_period 11.6
set clk_io_pct 0.2

create_clock -name clk0 -period $clk_period [get_ports {clk}]

set non_clock_inputs [all_inputs -no_clocks]
set_input_delay [expr $clk_period * $clk_io_pct] -clock clk0 $non_clock_inputs
set_output_delay [expr $clk_period * $clk_io_pct] -clock clk0 [all_outputs]
--- flow/design.v ---
module register_file(
    input clk,
    input reset,
    input [4:0] read_reg1,
    input [4:0] read_reg2,
    input [4:0] write_reg,
    input write_enable,
    input [31:0] write_data,
    output [31:0] data1,
    output [31:0] data2
);
    reg [31:0] reg_data [31:0];
    integer i;
    always @(posedge clk) begin
        if (reset) begin
            for (i = 0; i < 32; i = i + 1) begin
                reg_data[i] = i;
            end
        end if (write_enable) begin
            reg_data[write_reg] <= write_data;
        end
    end
    assign data1 = reg_data[read_reg1];
    assign data2 = reg_data[read_reg2];
endmodule 
==> GITHUB_STEP_SUMMARY <==
### Metrics collected by this job

| Metric | Value |
|---|---|
| Hold path cells | `2` |
| Top flop regs | `reg_data (1024)` |
| Worst slack at placement | `3380 ps` |
| RSZ-0062 raised after global routing | `no` |
| HP Start | `write_data[16]` |
| Sw frac | `0.258` |
| Core area | `0.111 mm2` |
| Max reg flops | `~1000` |
| Synth Seq Share | `0.549` |
| Slowest-stage cell, CP | `clkdlybuf4s50_1` |
| Die H | `337 um` |
| Crit share post-route | `0.718` |
| Hold Fails Final Rpt | `0` |
| Max VDD drop | `~110 uV` |
| Placer Congestion | `between 0.8 and 0.9` |
| DR vias | `38292` |
| Seq cells post-synth | `1024` |
| Synthesized area | `0.0560 mm2` |
| Pre-antenna DRT Iters | `5` |
| Number of top-level pins | `114` |
| Cells after synthesis | `4653` |
| Minimum clock period | `8330 ps` |
| Share of layout cells above drive strength 1 | `0.0852` |
| Outcome | `finished, final reports clean` |
| CTS Buffer Depth | `3` |
| Root buf cell | `clkbuf_16` |
| Actual slew at the worst max-slew pin | `1050 ps` |
| Hold crit path type | `primary input to flip-flop` |
| Final instance area | `0.0621 mm2` |
| Site Rows | `122` |
| Setup CP Type | `primary input to output port` |
| Crit path max fanout | `34` |
| Combinational share of power | `0.123` |
| WL/cell | `~32 um` |
| Total track usage | `0.387` |
| Clk slew on worst S/H paths | `60 ps` |
| TritonCTS clock tree | `built` |
| Hold_buf cts | `0` |
| Maximum Capacitance Violations | `0` |
| CP required | `9280 ps` |
| Worst setup EP type | `output port` |
| Init Core Util | `0.505` |
| Global-route wire length before repair | `282 mm` |
| CP max stage delay | `approximately 620 ps` |
| Number of global-route vias before repair | `between 30000 and 40000` |
| Mean Syn Cell Area | `12.0 um2` |
| P&R area growth vs syn | `10.9%` |
| Post_cts resized | `0` |
| Largest Register | `reg_data` |
| YS chip area | `0.0560 mm2` |
| Share of power burned in the clock network | `0.391` |
| # Cells Yosys | `about 4700` |
| Synth warn | `1` |
| Post-DRT Antenna Nets | `0` |
| Routed wire length | `200 mm` |
| Library cells used by synthesis | `26` |
| Worst setup startpoint | `read_reg2[0]` |
| Pleak | `0.0240 uW` |
| 1st-iter DRT viols | `2631` |
| Worst-path cell chain | `clkdlybuf4s50_1 -> nor2b_4 -> buf_4 -> buf_4 -> a22o_1 -> nor3_1 -> a31oi_1 -> nand3_1 -> clkdlybuf4s50_1` |
| Setup TNS | `0 ps` |
| Initial antenna violation count | `12` |
| Slew headroom | `0.300` |
| P per Cell Area | `between 100 and 150 mW/mm2` |
| Final Worst Setup Slack | `~3300 ps` |
| # DRC | `0` |
| DP Cell Count | `roughly 6000` |
| # setup viols final | `0` |
| Die area | `0.113 mm2` |
| Critical Path Source Type | `primary input` |
| Total global routing overflow | `0` |
| Die x size | `337 um` |
| H-Tree Depth | `3` |
| Switching power | `2330 uW` |
| Post-DP HPWL | `108 mm` |
| Drt via density | `6.20` |
| Total setup buffers inserted after CTS | `0` |
| Critical Path AT | `6010 ps` |
| Area after DPL | `0.0585 mm2` |
| Num CTS Buffers | `113` |
| Reg power frac | `0.485` |
| Non-filler cells, final | `6174` |
| Internal power | `6710 uW` |
| I/O Buffers | `113` |
| Tool warning count | `26` |
| Pins Over Slew Limit | `0` |
| CTS Sinks | `1024` |
| Peak Freq | `0.120 GHz` |
| Largest net degree at the start of global routing | `90` |
-- cell families (layout without fill, tap and decap cells) --
family / count (synthesis) / in the layout / synth area share
buffers and inverters: 464 / 480 / 0.0376
other: 0 / 17 / 0
AND-OR/OR-AND: 576 / 576 / 0.0701
AND/OR/NAND/NOR: 1565 / 1565 / 0.160
multiplexers: 1024 / 1024 / 0.183
flip-flops: 1024 / 1024 / 0.549
-- final timing paths --
check / slack, ps / endpoint
worst max-delay path: 3270 / data2[15]
worst min-delay path: 2310 / reg_data[27][16]
-- stage by stage --
| stage | total power (uW) | utilization | hold slack [ps] |
|---|---|---|---|
| after CTS | 9050 | 0.560 | 2270 |
| after detailed placement | 5560 | 0.528 | 3030 |
| final | 9040 | 0.560 | 2310 |
| after global routing | 9300 | 0.560 | 2330 |
| after global placement | 5550 | 0.528 | 3020 |
| after floorplan | 5070 | - | 2500 |
-- synth_stat cells --
master / number / area (um2)
a31oi_1: 64 / 400
buf_4: 57 / 428
nand3b_2: 1 / 11.3
nand2b_1: 4 / 25.0
a22o_1: 128 / 1120
nand3b_4: 1 / 20.0
nor2_2: 12 / 75.1
nand3b_1: 3 / 22.5
buf_1: 29 / 109
or3_1: 81 / 507
clkbuf_2: 33 / 165
buf_6: 1 / 11.3
clkbuf_1: 262 / 983
or3b_1: 3 / 26.3
nand2_1: 195 / 732
buf_2: 82 / 410
a22oi_1: 192 / 1440
nand3_1: 194 / 971
or2_2: 34 / 213
nor2_1: 23 / 86.3
nor3_1: 64 / 320
mux2i_1: 1024 / 10200
nor2b_1: 4 / 25.0
a21oi_1: 192 / 961
edfxtp_1: 1024 / 30700
and2_1: 946 / 5920
-- worst max-delay path: cells and delay by family --
kind,cells,cell delay [ps]
simple gates,3,880
buf+inv,4,2170
compound gates,2,620
-- layer usage --
layer | routed length, um | up-vias | GRT usage
met5 | 94 | - | 0.00851
met4 | 7930 | 8 | 0.129
met3 | 31300 | 424 | 0.252
met2 | 88000 | 2172 | 0.535
met1 | 72600 | 18721 | 0.514
li1 | - | 16967 | -
-- placed cells by master, fill, tap and decap left out, drive strengths merged, types with 65 or more instances in the layout --
| cell type | n |
|---|---|
| a21oi | 192 |
| a22o | 128 |
| a22oi | 192 |
| and2 | 946 |
| buf | 159 |
| clkbuf | 131 |
| clkdlybuf4s50 | 111 |
| clkinv | 65 |
| edfxtp | 1024 |
| mux2i | 1024 |
| nand2 | 195 |
| nand3 | 194 |
| or3 | 81 |
-- cell type report --
cell class	count	area, um2
clock inverters	79	646
diodes	17	42.5
fillers	9013	48700
clock buffers	131	2940
multi-input cells	3165	23400
repair buffers	270	2440
well taps	1488	1860
flip-flops and latches	1024	30700
-- power by group through the flow --
stage | combinational (uW) | sequential (uW) | clock (uW)
after global routing | 1180 | 4410 | 3710
after CTS | 1100 | 4390 | 3570
final | 1120 | 4390 | 3530
Power is estimated from default activity; no workload was simulated.
