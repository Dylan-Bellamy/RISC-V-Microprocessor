### ./config.mk
export PLATFORM = sky130hd
export DESIGN_NAME = instruction_memory
export DESIGN_NICKNAME = instruction_memory
export VERILOG_FILES = /design/flow/design.v
export SDC_FILE = /design/flow/constraint.sdc
export NUM_CORES = 4
export LEC_CHECK = 1
export CORE_AREA = 10 10 70 70
export DIE_AREA = 0 0 80 80
export SYNTH_MEMORY_MAX_BITS = 65536
### ./constraint.sdc
current_design instruction_memory

set clk_period 1.0
set clk_io_pct 0.2

create_clock -name clk0 -period $clk_period

set non_clock_inputs [all_inputs -no_clocks]
set_input_delay [expr $clk_period * $clk_io_pct] -clock clk0 $non_clock_inputs
set_output_delay [expr $clk_period * $clk_io_pct] -clock clk0 [all_outputs]
### ./design.v
module instruction_memory(
    input [31:0] address,
    output [31:0] instruction
);
    reg [31:0] memory [256:0]; 
    initial begin
        memory[0]  = {7'b0000000, 5'b00010, 5'b00001, 3'b000, 5'b00011, 7'b0110011};  
        memory[1]  = {7'b0100000, 5'b00100, 5'b00011, 3'b000, 5'b01001, 7'b0110011};  
        memory[2]  = {7'b0000000, 5'b00110, 5'b00101, 3'b111, 5'b00111, 7'b0110011};  
        memory[3]  = {7'b0000000, 5'b01000, 5'b00111, 3'b110, 5'b01000, 7'b0110011};  
        memory[4]  = {7'b0000000, 5'b01001, 5'b01000, 3'b100, 5'b01010, 7'b0110011};  
        memory[5]  = {7'b0000000, 5'b01010, 5'b01001, 3'b001, 5'b01011, 7'b0110011};  
        memory[6]  = {7'b0000000, 5'b01100, 5'b01010, 3'b101, 5'b01101, 7'b0110011};  
        memory[7]  = {7'b0100000, 5'b01101, 5'b01011, 3'b101, 5'b01110, 7'b0110011};  
        memory[8]  = {12'b000000000101, 5'b00100, 3'b000, 5'b00101, 7'b0010011};  
        memory[9]  = {12'b000000000111, 5'b00101, 3'b100, 5'b00110, 7'b0010011};  
        memory[10] = {12'b000000001000, 5'b00110, 3'b110, 5'b00111, 7'b0010011};  
        memory[11] = {12'b000000001100, 5'b01000, 3'b010, 5'b01001, 7'b0000011};  
        memory[12] = {7'b0000000, 5'b01001, 5'b01010, 3'b010, 5'b01100, 7'b0100011};  
        memory[13] = {7'b0000000, 5'b01011, 5'b01100, 3'b000, 5'b00000, 7'b1100011};  
        memory[14] = {7'b0000000, 5'b01101, 5'b01110, 3'b001, 5'b00000, 7'b1100011};  
        memory[15] = {20'b00000000000000000001, 5'b00001, 7'b1101111};  
    end
    assign instruction = {memory[address[31:2]]};
endmodule
### ./run.sh
#!/bin/bash
# OpenROAD 26Q1-2900-gdf79404cd8, Yosys 0.63+post, stock flow scripts
make -C /OpenROAD-flow-scripts/flow DESIGN_CONFIG=/design/flow/config.mk WORK_HOME=/design/flow/orfs finish
==> qor.csv <==
metric,value,unit
status,"finished, violations left",
maximum_number_of_pins_on_one_net_before_global_route_repair,13,
timing.critical_path.fanout_max,6,
finalHoldWorstSlack,780.0,ps
yosys_cells,84,
layout_worst_path_cycle_share,139.6,%
syn_avg_cell_area,6.599,um^2
fin_tns_setup,-5155,ps
clock_buffer_count,0,
max-cap-violations,0,
die-area,6400,um^2
post_layout_nonfiller_instances,185,
globalplace.congestion,0.8060,
critPathKind,input pin to output pin,
via_per_inst,4.065,
critPathCaptureType,output pin,
cpMaxStageDelayCell,sky130_fd_sc_hd__mux4_2,
nFlopsAndLatches,0,
via_count,752,
dr_drc_count,0,
detail_route.iter0.violations,22,
crit_path_frequent_cell,sky130_fd_sc_hd__buf_8,
worstPathBufferInverterCount,4,
fillers,327,
syn-cell-area,554.3,um^2
layout-drive-gt1-share,67.63,%
final_period_minus_worst_setup_slack,1396,ps
critPathRequiredTime,800,ps
core_area,3416,um^2
grt_overflow_total,0,
yosysChipArea,554.3,um^2
die_width,80,um
grt_pass1_wl,3843,um
top_cells_by_area,"sky130_fd_sc_hd__buf_4 16%, sky130_fd_sc_hd__ha_1 16%, sky130_fd_sc_hd__o21ai_0 9.0%",
grt_setup_unrepaired,yes,
cpPeakStageDelay,450,ps
detail_route.wl_per_cell,13.99,um
detailed_place.area,947.2,um^2
dieHeight,80,um
cp-start-kind,input pin,
area_delta_synth_final,140.9,%
fin_total_pwr,0.5725,mW
instance_count_after_placement_with_tap_cells_included,166,
detailedPlacementHpwl,1481,um
irDropWorstVdd,198.0,uV
ant_nets,0,
synth_sequential_area_ratio,0,%
setup_slack_after_placement,-1224,ps
final_core_utilization,39.08,%
top_cell_area_share,16.25,%
failing_checks,setup timing,
top_cell_type_by_instance_count_after_synthesis,sky130_fd_sc_hd__buf_4,
hold_path_class,input pin to output pin,
cell_type_contributing_the_most_total_cell_area_after_synthesis,sky130_fd_sc_hd__buf_4,
count_of_warning_messages_emitted_by_the_tools,69,
antenna_found_initial,0,
cts_hold_buf,0,
final-hold-violation-count,0,
worst_ep_arrival_time,1200,ps
pin_count,64,
timing.final.ws_setup,-396.4,ps
final-seq-area,0,um^2
slew_violations,0,
route.final.wire_length,2588,um
power_leakage,0.6203,nW
top_cells_by_count,"12 x sky130_fd_sc_hd__buf_4, 10 x sky130_fd_sc_hd__nor2_1, 10 x sky130_fd_sc_hd__o21ai_0",
antennaDiodeCount,0,
fp_util,16.23,%
drt_pass1_iterations,4,
critical-path-top-delay-family,multiplexers,
globalRouteTotalUtil,7.217,%
cells_along_the_critical_path,"buf_8, buf_8, ha_4, inv_4, mux4_2, buf_2",
floorplan.rows,21,
syn_inst,84,
via_count_of_the_first_global_routing_pass,765,
place.port_buffers,25,
report.final.setup_viol,20,
power_density,428.9,nW/um^2
yosys_warnings,1,
number_of_distinct_standard_cells_referenced_by_the_synthesized_netlist,25,
final_design_area_no_fill,1335,um^2
achievable-frequency,0.7161,GHz
## path summary, 6_finish.rpt
kind                       start         endpoint  slack [ps]  depth (start not counted)
worst max-delay path  address[3]   instruction[9]        -400                          6
worst min-delay path  address[4]  instruction[13]         780                          4
## cell type report
cell class                      count  area, um^2  area share [%]
Tap cell                           46       57.56           4.311
Multi-Input combinational cell     68       625.6           46.86
Timing Repair Buffer               64       618.1           46.30
Inverter                            7       33.78           2.530
## metal layers
metal,routed length [um],up-vias,global-route usage [%]
li1,-,370,-
met2,1165,30,11.16
met4,0,0,0.3521
met5,0,-,0
met1,1297,352,10.74
met3,125,0,1.023
## power breakdown
| group | total [mW] | internal, mW | leakage, nW | switching, mW |
|---|---|---|---|---|
| logic | 0.573 | 0.337 | 0.620 | 0.236 |
| registers | 0 | 0 | 0 | 0 |
| clock network | 0 | 0 | 0 | 0 |
## layout by cell type, fill, tap and decap left out, types with 2 or more instances in the layout
cell type,count
sky130_fd_sc_hd__clkbuf_2,3
sky130_fd_sc_hd__buf_8,4
sky130_fd_sc_hd__buf_12,3
sky130_fd_sc_hd__buf_6,11
sky130_fd_sc_hd__o21ai_1,8
sky130_fd_sc_hd__a21oi_2,4
sky130_fd_sc_hd__nor2_1,5
sky130_fd_sc_hd__nand2_1,2
sky130_fd_sc_hd__inv_2,2
sky130_fd_sc_hd__buf_2,17
sky130_fd_sc_hd__a21oi_1,3
sky130_fd_sc_hd__conb_1,11
sky130_fd_sc_hd__ha_4,7
sky130_fd_sc_hd__buf_4,21
sky130_fd_sc_hd__inv_1,3
sky130_fd_sc_hd__buf_16,3
sky130_fd_sc_hd__o22a_1,2
sky130_fd_sc_hd__nor2b_4,3
sky130_fd_sc_hd__nor2_4,5
sky130_fd_sc_hd__o21ai_2,2
## repair_timing
action	in CTS	in global routing
setup buffers	12	3
hold endpoints to repair	0	0
gates cloned	3	1
setup endpoints to repair	21	20
pin swaps	19	4
resized	140	18
## logic make-up (layout without fill, tap and decap cells)
family	Yosys count	in the layout	synth area share [%]
buf+inv	25	71	29.80
simple gates	22	22	18.06
mux	2	2	5.869
compound gates	26	26	29.12
fa+ha+maj	7	7	15.80
other cells	2	11	1.355
Power figures rest on the tool's default switching activity, not on a simulated workload.
