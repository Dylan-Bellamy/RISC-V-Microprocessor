## ./run.sh

```bash
#!/bin/bash
# OpenROAD 26Q1-2900-gdf79404cd8, Yosys 0.63+post, stock flow scripts
make -C /OpenROAD-flow-scripts/flow DESIGN_CONFIG=/design/flow/config.mk WORK_HOME=/design/flow/orfs finish
```

## ./config.mk

```make
export PLATFORM = sky130hd
export DESIGN_NAME = ALU
export DESIGN_NICKNAME = ALU
export VERILOG_FILES = /design/flow/design.v
export SDC_FILE = /design/flow/constraint.sdc
export NUM_CORES = 4
export LEC_CHECK = 1
export CORE_UTILIZATION = 30
```

## ./constraint.sdc

```tcl
current_design ALU

set clk_period 14.3
set clk_io_pct 0.2

create_clock -name clk0 -period $clk_period

set non_clock_inputs [all_inputs -no_clocks]
set_input_delay [expr $clk_period * $clk_io_pct] -clock clk0 $non_clock_inputs
set_output_delay [expr $clk_period * $clk_io_pct] -clock clk0 [all_outputs]
```

## ./design.v

```verilog
module ALU(
    input [2:0] opcode,
    input [31:0] A,
    input [31:0] B,
    output reg [31:0] result,
    output zero_flag
);
    always @(*) begin
        case(opcode) 
            3'b000: result = A + B;              
            3'b001: result = A - B;              
            3'b010: result = A | B;              
            3'b011: result = A & B;              
            3'b100: result = A << B;             
            3'b101: result = A >> B;             
            3'b110: result = A ^ B;              
            3'b111: result = (A < B) ? 1 : 0;    
        endcase
    end
    assign zero_flag = (result == 32'b0) ? 1 : 0;   
endmodule
```

==> flow_summary.toml <==
# generated from flow reports
[setup_path]
end_kind = "output pin"
arrival_ps = 8390
required_ps = 11440
start_kind = "input port"
crit_fanout = 11
critical_path_class = "input port to output pin"

[route]
wl_per_cell_um = 26.2
routed_wl_mm = 45.6
drt-initial-drc-count = 1210
vias = 10900
vias_per_cell = 6.29
drc = 0
final_antenna_net_count = 0
n_antenna_cell = 0
first_pass_iters = 7

[placement]
dpl-instance-area_um2 = 10500
hpwlAfterDp_mm = 35.5
gp_congestion = 1.05
place_inst = 1738
portBuffers = 100

[floorplanning]
chipArea_um2 = 31700
rows = 64
die_x_um = 178
die_h_um = 178
ios = 100
initial_core_util_pct = 30.4
core_um2 = 30600

[timing]
hold_viol = 0
tns_ps = 0
finalMaxSlewViolations = 0
fin_crit_ps = 11250
slew_headroom_pct = 41.1
fmax_ghz = 0.0889
fin_crit_sh_pct = 78.6
worst_pin_slew_ps = 881
rsz0062_at_grt = "no"
setup_viol = 0

[logic_synthesis]
synth_warnings = 1
synth_stat.cells = 1323
ys_top_logic_family = "AND-OR/OR-AND gates"
synthCells = 1323
synthSimpleGateAreaFrac_pct = 20.8
ys_sh_aoi_pct = 33.8
yosys_area_um2 = 9310
ys_types = 85
syn_area_per_cell_um2 = 7.04
syn_area_um2 = 9310
fa_ha_area_share_pct = 13.3
ys_sh_mux_pct = 21.0
xor_area_share_pct = 2.16
ys_seq_share_pct = 0

[power_and_ir_drop]
leakagePower_uw = 0.00432
ir_drop_mv = 0.0336
powerDensity_nw_per_um2 = 39.6

[grt]
grt_max_degree = 59
grt_pass1_wl_mm = 67.7
grt_antenna_before_repair = 1
gr-total-overflow = 0
grt_pass1_vias = 10200
grt_usage_pct = 29.3

[worst_hold_path]
hold_path_class = "input port to output pin"

[layout]
fill_cells = 3294
drive_gt1_share_pct = 10.4
layout_top_cells = "nand2_1, a21oi_1, o21ai_0"
finalNonFillerCells = 1738
final_common_cell = "nand2_1"
regArea_um2 = 0
mi_logic_area_um2 = 8490
seq_cell_count = 0
areaGrowthSynthToFinish_pct = 13.3
n_clock_buffer = 0
stdcell_area_um2 = 10500

[cts]
ctsHoldBuffers = 0
postCtsSetupBuffers = 0
postCtsResizedCells = 0

[run]
cap_viol_max_count = 0
warnings = 96

[outcome]
status = "complete, no violations"
-- per-layer routing --
layer	up-vias	global-route usage, %	wire length [um]
met4	2	9.26	1640
met2	596	44.8	20300
met1	5240	42.5	20000
met3	81	4.22	3670
met5	-	0	14
li1	5012	-	-
-- worst paths after layout --
check / from / endpoint / slack, ps / cells past startpoint
worst max-delay path: A[15] / zero_flag / 3050 / 15
worst min-delay path: opcode[1] / result[5] / 6860 / 5
-- cell usage after synthesis (all sizes together) (11+ instances only) --
master	instances	area, um2
nor2	85	319
nand2	139	522
a221oi	11	96.3
inv	96	360
or3	11	73.8
nor2b	14	87.6
nor4	14	103
o22ai	14	87.6
nor3	33	170
mux4	52	1170
buf	38	194
nand3	27	135
ha	96	1200
a22o	14	123
nand2b	16	103
and3	12	75.1
a31oi	13	81.3
xnor2	18	158
clkbuf	73	274
a21oi	113	566
o211ai	37	278
a211o	13	115
a21o	23	173
a211oi	26	195
mux2	25	282
a22oi	15	118
o21ai	102	510
mux2i	50	500
-- power breakdown --
part / total, uW / internal, uW / switching [uW]
logic: 417 / 169 / 248
registers: 0 / 0 / 0
clock network: 0 / 0 / 0
-- critical path, stage by stage --
cell	delay [ps]
clkdlybuf4s50_1	830
inv_1	150
ha_1	490
or3_4	460
or4_4	470
nand2b_2	190
o32ai_1	720
o211a_1	250
o21ai_0	100
o21ai_0	330
nand4b_1	130
nor4_1	520
nand4_1	250
nor3_2	150
clkdlybuf4s50_1	470
-- final cells by class --
| cell class | instances | area share (%) |
|---|---|---|
| Timing Repair Buffer | 130 | 11.4 |
| Multi-Input combinational cell | 1115 | 80.5 |
| Inverter | 97 | 3.45 |
| Tap cell | 396 | 4.70 |
-- kinds of logic after synthesis --
group | after synthesis
and+or+nand+nor | 398
adders and majority gates | 98
muxes | 127
AOI/OAI and AO/OA | 469
xor gates and xnor gates | 23
buffers and inverters | 208
-- stage by stage --
stage	utilization [%]	worst slack (ps)	hold WS, ps	power (uW)
2_1_floorplan	-	4740	5950	256
5_1_grt	34.5	2830	6910	449
3_5_place_dp	34.5	3230	6840	408
3_3_place_gp	34.5	3290	6850	409
6_report	34.5	3050	6860	417
4_1_cts	34.5	3200	6850	410
Power and IR drop assume default switching activity.
